==> flow/design.v <==
`timescale 1ns / 1ps
module vga_800x600(input wire clk,
input wire clr,
output reg hsync,
output reg vsync,
output reg [10:0] PixelX,
output reg [10:0] PixelY,
output reg vidon
    );
parameter TotalHorizontalPixels = 11'd1040;
parameter HorizontalSyncWidth = 11'd120;
parameter VerticalSyncWidth = 11'd6;
parameter TotalVerticalLines = 11'd666;
parameter HorizontalBackPorchTime = 11'd184 ;
parameter HorizontalFrontPorchTime = 11'd984 ;
parameter VerticalBackPorchTime = 11'd43 ;
parameter VerticalFrontPorchTime = 11'd643;
reg VerticalSyncEnable;
reg [10:0] HorizontalCounter;
reg [10:0] VerticalCounter;
always @(posedge clk)
begin
	if(clr == 1)
		HorizontalCounter <= 0;
	else
		begin
			if(HorizontalCounter == TotalHorizontalPixels - 1)
				begin  
					HorizontalCounter<=0;
					VerticalSyncEnable <= 1;
				end
			else
				begin 
					HorizontalCounter<=HorizontalCounter+1; 
					VerticalSyncEnable <=0;
				end
		end
end
always @(*)
begin
	if((HorizontalCounter<HorizontalSyncWidth))
		hsync = 1;
	else
		hsync = 0;
end
always @(posedge clk)
begin
	if(clr == 1)
		VerticalCounter<=0;
	else
	begin
		if(VerticalSyncEnable == 1)
			begin
				if(VerticalCounter==TotalVerticalLines-1)
					VerticalCounter<=0;
				else
					VerticalCounter<=VerticalCounter+1;
			end
	end
end
always @(*)
begin
	if(VerticalCounter < VerticalSyncWidth)
		vsync = 1;
	else
		vsync = 0;
end
always @(posedge clk)
begin
	if((HorizontalCounter<HorizontalFrontPorchTime) && (HorizontalCounter>HorizontalBackPorchTime) && (VerticalCounter<VerticalFrontPorchTime) && (VerticalCounter>VerticalBackPorchTime))
		begin
			vidon <= 1;
			PixelX<= HorizontalCounter - HorizontalBackPorchTime;
			PixelY<= VerticalCounter - VerticalBackPorchTime;
		end
	else
		begin
			vidon <= 0;
			PixelX<=0;
			PixelY<=0;
		end
end
endmodule
==> flow/run.sh <==
#!/bin/bash
# OpenROAD 26Q1-2900-gdf79404cd8, Yosys 0.63+post, stock flow scripts
make -C /OpenROAD-flow-scripts/flow DESIGN_CONFIG=/design/flow/config.mk WORK_HOME=/design/flow/orfs finish
==> flow/config.mk <==
export PLATFORM = sky130hd
export DESIGN_NAME = vga_800x600
export DESIGN_NICKNAME = vga_800x600
export VERILOG_FILES = /design/flow/design.v
export SDC_FILE = /design/flow/constraint.sdc
export NUM_CORES = 4
export LEC_CHECK = 1
export CORE_AREA = 10 10 112 112
export DIE_AREA = 0 0 122 122
==> flow/constraint.sdc <==
current_design vga_800x600

set clk_period 2.6
set clk_io_pct 0.2

create_clock -name clk0 -period $clk_period [get_ports {clk}]

set non_clock_inputs [all_inputs -no_clocks]
set_input_delay [expr $clk_period * $clk_io_pct] -clock clk0 $non_clock_inputs
set_output_delay [expr $clk_period * $clk_io_pct] -clock clk0 [all_outputs]
==> results.toml <==
# yosys + openroad results
[floorplan]
initCoreUtil_pct = 22.18
fp-row-count = 37
die_w_um = 122
io_pins = 27
die_h_um = 122
core_area_mm2 = 0.01023
fp.dieArea_mm2 = 0.01488

[setup_path]
path_max_fanout = 10
worstSetupPathType = "flop to output port"
endpoint_kind = "output port"
arrival_ps = 1880
startpoint_type = "flop"
crit_required_ps = 2080

[outcome]
status = "finished clean"

[global_routing]
grt_max_degree = 20
grtUsageTotal_pct = 6.630
antenna_found_initial = 0
grt-ovfl-total = 0
grt_pass1_wl_um = 8121
grt_pass1_vias = 1606

[route]
drtIter0Drc = 101
via_count = 1714
routed_via_density = 4.350
drc_errors = 0
dr.pass1.iters = 4
wire_per_inst_um = 12.51
antenna_left = 0
insertedDiodeCount = 0
routed_wl_um = 4929

[sta]
rsz0062_at_grt = "no"
fin_crit_sh_pct = 92.14
max_freq_ghz = 0.4174
relSlewSlack_pct = 47.69
fin_skew_ps = 7.943
setup_viol = 0
maxSlewViolCount = 0
finalSetupTns_ps = 0
hold_violations = 0
fin_crit_ps = 2396
worst_pin_slew_ps = 780.9

[clock_tree]
clockBufferDepth = 2
cts_tree = "yes"
clockRootBuffer = "clkbuf_8"
cts_buffers = 5
cts_setup_buffers = 0
clock_latency_ps = 300
clock-sinks = 46
cts_htree_levels = 2
cts.clk_slew.worst_paths_ps = 90

[yosys]
ff_type = "dfxtp_1"
ys_sh_mux_pct = 0
ys_chip_area_mm2 = 0.002270
ys_warn_count = 1
fa_ha_area_share_pct = 2.756
largest_area_cell = "dfxtp_1"
top_area_share_pct = 39.69
syn_area_mm2 = 0.002270
synth-seq-cells = 46
ys_cells = 234
edf_count = 1
xor_area_share_pct = 12.35
synthDistinctLibCells = 45
area_leaders = "dfxtp_1 (40%), nor4_2 (9.9%), xnor2_1 (7.7%)"
avgSynthCellArea_um2 = 9.699
synthSimpleGateAreaFrac_pct = 27.89
synthAoiAreaFrac_pct = 9.923
postSynthCellCount = 234
logic_family = "simple AND/OR/NAND/NOR gates"
async_reset_ff_share_pct = 0
ys_seq_share_pct = 41.01

[pwr]
powerDensity_mw_per_mm2 = 462.8
ir_worst_vdd_uv = 295.0
leakagePower_uw = 0.0009183

[final_layout]
area_growth_pct = 25.08
fin_util_pct = 27.75
drive_gt1_share_pct = 18.99

[placed_design]
place_hpwl_um = 3548
numPortBuffers = 26
place_congestion = 0.8596

[worst_hold_path]
hold_path_class = "flop to flop"

[run]
maxCapViolCount = 0
warning_count = 27
-- layer usage --
layer | vias to the layer above | track usage, % | routed length, um
li1 | 868 | - | -
met1 | 801 | 9.492 | 2318
met2 | 37 | 9.960 | 2239
met3 | 8 | 1.737 | 306
met4 | 0 | 1.267 | 65
met5 | - | 0 | 0
-- sequential cells by signal, indices dropped and copies added, names as in the netlist --
name / flops
VerticalCounter: 11
vidon: 1
HorizontalCounter: 11
PixelY: 11
PixelX: 11
VerticalSyncEnable: 1
-- worst max-delay path, cell delays in order (launching register included) --
cell	delay, ps
dfxtp_1	440
or3_1	430
nor3b_2	210
clkdlybuf4s50_1	500
-- Yosys cell counts, types with 2 or more instances --
| cell | instances |
|---|---|
| dfxtp_1 | 45 |
| nand4_1 | 9 |
| xor2_1 | 12 |
| a21oi_1 | 5 |
| clkbuf_1 | 9 |
| a211oi_1 | 2 |
| a2111oi_2 | 3 |
| nor2_1 | 28 |
| nand3_1 | 6 |
| o21ai_0 | 2 |
| nor4_2 | 18 |
| buf_2 | 8 |
| o31ai_1 | 2 |
| nand2_1 | 11 |
| a21o_1 | 2 |
| nor3_1 | 11 |
| inv_1 | 7 |
| ha_1 | 5 |
| xnor2_1 | 20 |
| o211ai_1 | 2 |
| buf_6 | 3 |
-- final timing paths --
kind	startpoint	end	slack, ps	cells after the start
worst min-delay path	HorizontalCounter[0]$_SDFF_PP0_	HorizontalCounter[0]$_SDFF_PP0_	490	1
worst max register to register	VerticalCounter[0]$_SDFFE_PP0P_	PixelY[10]$_SDFF_PN0_	440	6
worst min register to register	HorizontalCounter[0]$_SDFF_PP0_	HorizontalCounter[0]$_SDFF_PP0_	490	1
worst max-delay path	HorizontalCounter[7]$_SDFF_PP0_	hsync	200	3
-- stage by stage --
step	hold slack, ps	power (uW)	std cells	setup slack, ps	instance area [um^2]
5_1_grt	529.7	1376	394	61.89	2839
6_report	489.4	1314	394	204.3	2839
3_3_place_gp	456.7	775.2	386	160.4	2696
3_5_place_dp	469.7	775.9	386	167.3	2696
2_1_floorplan	441.5	764.5	234	590.7	2270
4_1_cts	492.3	1332	394	30.55	2831
-- power by group --
group	leakage (uW)	total [uW]	switching (uW)	internal, uW
logic	0.000485	34.8	20.2	14.6
clock network	0.0000591	554	260	293
registers	0.000374	725	12.0	713
-- cells by family (layout without fill, tap and decap cells) --
group | Yosys count | count (layout)
XOR/XNOR | 32 | 32
adder cells (fa/ha/maj) | 5 | 5
AND/OR/NAND/NOR | 97 | 97
AND-OR/OR-AND | 26 | 26
buffers and inverters | 28 | 52
flip-flops | 46 | 46
-- what timing repair did --
action,CTS,global route
hold buffers,0,0
setup endpoints to repair,1,2
pin swaps,0,0
resized,3,2
hold endpoints to repair,0,0
-- cells in the final DEF (no fill, tap or decap), drive strengths merged, types with 6 or more instances in the layout --
cell and n:
nor4 18, dfxtp 45, inv 9, nand3 6
clkdlybuf4s50 25, nand4 9, buf 11, nor3 11
nand2 11, xnor2 20, nor2 28, xor2 12
-- layout make-up --
cell class                      instances  area, um^2
Sequential cell                        46       930.9
Multi-Input combinational cell        160        1250
Timing Repair Buffer                   37       345.3
Clock buffer                            5       68.82
Fill cell                            1053        7392
Clock inverter                          3       47.55
Inverter                                7       26.28
Tap cell                              136       170.2
Power is estimated from default activity; no workload was simulated.
